**/design/flow/design.v**
```verilog
module bubble_sort_unit(
    input wire       CLK,
    input wire       RST,
    input wire       start_i,
    input wire  [8-1:0] in_data0_i,
    input wire  [8-1:0] in_data1_i,
    input wire  [8-1:0] in_data2_i,
    input wire  [8-1:0] in_data3_i,
    input wire  [8-1:0] in_data4_i,
    input wire  [8-1:0] in_data5_i,
    input wire  [8-1:0] in_data6_i,
    input wire  [8-1:0] in_data7_i,
    input wire  [8-1:0] in_data8_i,
    output wire [8-1:0] out_data0_o,
    output wire [8-1:0] out_data1_o,
    output wire [8-1:0] out_data2_o,
    output wire [8-1:0] out_data3_o,
    output wire [8-1:0] out_data4_o,
    output wire [8-1:0] out_data5_o,
    output wire [8-1:0] out_data6_o,
    output wire [8-1:0] out_data7_o,
    output wire [8-1:0] out_data8_o,
    output reg valid_o
);
    reg     [8-1:0] data0_r, data1_r, data2_r, data3_r, data4_r, data5_r, data6_r, data7_r, data8_r;
    wire    [8-1:0] data0_w, data1_w, data2_w, data3_w, data4_w, data5_w, data6_w, data7_w, data8_w;
    assign data0_w = data0_r;
    assign data1_w = data1_r;
    assign data2_w = data2_r;
    assign data3_w = data3_r;
    assign data4_w = data4_r;
    assign data5_w = data5_r;
    assign data6_w = data6_r;
    assign data7_w = data7_r;
    assign data8_w = data8_r;
    assign out_data0_o = data0_r;
    assign out_data1_o = data1_r;
    assign out_data2_o = data2_r;
    assign out_data3_o = data3_r;
    assign out_data4_o = data4_r;
    assign out_data5_o = data5_r;
    assign out_data6_o = data6_r;
    assign out_data7_o = data7_r;
    assign out_data8_o = data8_r;
    wire [2:0]  count_i_w;
    wire        increment_i_w;
    wire        clear_i_w;
    reg         increment_i_r, clear_i_r;
    assign increment_i_w    = increment_i_r;
    assign clear_i_w        = clear_i_r;
    counter_3_bit counter_i (
        .CLK(CLK),
        .RST(RST),
        .increment_i(increment_i_w),
        .clear_i(clear_i_w),
        .count_o(count_i_w)
    );
    wire [2:0] count_j_w;
    wire increment_j_w;
    wire clear_j_w;
    reg increment_j_r, clear_j_r;
    assign increment_j_w = increment_j_r;
    assign clear_j_w = clear_j_r;
    counter_3_bit counter_j (
        .CLK(CLK),
        .RST(RST),
        .increment_i(increment_j_w),
        .clear_i(clear_j_w),
        .count_o(count_j_w)
    );
    reg [1:0] state_r, next_state_r;
    wire [1:0] state_w, next_state_w;
    assign state_w = state_r;
    assign next_state_w = next_state_r;
    localparam IDLE = 2'b00;
    localparam SORT = 2'b01;
    localparam DONE = 2'b10;
    always @(posedge CLK or negedge RST) begin
        if (!RST) begin
            state_r <= IDLE;
        end else begin
            state_r <= next_state_w;
        end
    end
    always @(state_w or start_i or count_i_w or count_j_w) begin
        case (state_w)
            IDLE: begin
                if (start_i) begin
                    next_state_r = SORT;
                end else begin
                    next_state_r = IDLE;
                end
            end
            SORT: begin
                if ((count_i_w==3'd7) && (count_j_w == 3'd0)) begin
                    next_state_r = DONE;
                end else begin
                    next_state_r = SORT;
                end
            end
            DONE: begin
                if (!start_i) begin
                    next_state_r = IDLE;
                end else begin
                    next_state_r = DONE;
                end
            end
            default: begin
                next_state_r = IDLE;
            end
        endcase
    end
    wire [3:0] last_j_w;
    assign last_j_w = 3'd7 - count_i_w;
    wire swap_w;
    reg  swap_r;
    assign swap_w = swap_r;
    wire init_input_w;
    reg  init_input_r;
    assign init_input_w = init_input_r;
    always @(state_w or count_j_w or last_j_w) begin
        case (state_w)
            IDLE: begin
                valid_o         = 1'b0;
                increment_i_r   = 1'b0;
                increment_j_r   = 1'b0;
                clear_i_r       = 1'b1;
                clear_j_r       = 1'b1;
                swap_r          = 1'b0;
                init_input_r    = 1'b1;
            end
            SORT: begin
                valid_o         = 1'b0;
                swap_r          = 1'b1;
                init_input_r    = 1'b0;
                if (count_j_w == last_j_w) begin
                    increment_i_r   = 1'b1;
                    increment_j_r   = 1'b0;
                    clear_i_r       = 1'b0;
                    clear_j_r       = 1'b1;
                end
                else begin
                    increment_i_r   = 1'b0;
                    increment_j_r   = 1'b1;
                    clear_i_r       = 1'b0;
                    clear_j_r       = 1'b0;
                end
            end
            DONE: begin
                valid_o         = 1'b1;
                init_input_r    = 1'b0;
                increment_i_r   = 1'b0;
                increment_j_r   = 1'b0;
                clear_i_r       = 1'b1;
                clear_j_r       = 1'b1;
                swap_r          = 1'b0;
            end
            default: begin
                valid_o         = 1'b0;
                init_input_r    = 1'b0;
                increment_i_r   = 1'b0;
                increment_j_r   = 1'b0;
                clear_i_r       = 1'b0;
                clear_j_r       = 1'b0;
                swap_r          = 1'b0;
            end
        endcase
    end
    wire [8-1:0] swap_in_j_w, swap_in_j_incr_w;
    assign swap_in_j_w =       (count_j_w == 3'd0) ? data0_w : 
                               (count_j_w == 3'd1) ? data1_w :
                               (count_j_w == 3'd2) ? data2_w :
                               (count_j_w == 3'd3) ? data3_w :
                               (count_j_w == 3'd4) ? data4_w :
                               (count_j_w == 3'd5) ? data5_w :
                               (count_j_w == 3'd6) ? data6_w : 
                                                     data7_w ;
    assign swap_in_j_incr_w =  (count_j_w == 3'd0) ? data1_w : 
                               (count_j_w == 3'd1) ? data2_w :
                               (count_j_w == 3'd2) ? data3_w :
                               (count_j_w == 3'd3) ? data4_w :
                               (count_j_w == 3'd4) ? data5_w :
                               (count_j_w == 3'd5) ? data6_w :
                               (count_j_w == 3'd6) ? data7_w : 
                                                     data8_w ;
    wire [8-1:0] max_w, min_w;
    compare_two compare_i (
        .a_i(swap_in_j_w),
        .b_i(swap_in_j_incr_w),
        .max_o(max_w),
        .min_o(min_w)
    );
    always @(posedge CLK or negedge RST) begin
        if(!RST) begin
            data0_r <= 8'b0;
            data1_r <= 8'b0;
            data2_r <= 8'b0;
            data3_r <= 8'b0;
            data4_r <= 8'b0;
            data5_r <= 8'b0;
            data6_r <= 8'b0;
            data7_r <= 8'b0;
            data8_r <= 8'b0;
        end
        else begin
            if (init_input_w) begin
                data0_r <= in_data0_i;
                data1_r <= in_data1_i;
                data2_r <= in_data2_i;
                data3_r <= in_data3_i;
                data4_r <= in_data4_i;
                data5_r <= in_data5_i;
                data6_r <= in_data6_i;
                data7_r <= in_data7_i;
                data8_r <= in_data8_i;
            end
            else begin
                if(swap_w) begin
                    case (count_j_w)
                        3'd0: begin
                            data0_r <= min_w;
                            data1_r <= max_w;
                            data2_r <= data2_w;
                            data3_r <= data3_w;
                            data4_r <= data4_w;
                            data5_r <= data5_w;
                            data6_r <= data6_w;
                            data7_r <= data7_w;
                            data8_r <= data8_w;
                        end
                        3'd1: begin
                            data0_r <= data0_w;
                            data1_r <= min_w;
                            data2_r <= max_w;
                            data3_r <= data3_w;
                            data4_r <= data4_w;
                            data5_r <= data5_w;
                            data6_r <= data6_w;
                            data7_r <= data7_w;
                            data8_r <= data8_w;
                        end
                        3'd2: begin
                            data0_r <= data0_w;
                            data1_r <= data1_w;
                            data2_r <= min_w;
                            data3_r <= max_w;
                            data4_r <= data4_w;
                            data5_r <= data5_w;
                            data6_r <= data6_w;
                            data7_r <= data7_w;
                            data8_r <= data8_w;
                        end
                        3'd3: begin
                            data0_r <= data0_w;
                            data1_r <= data1_w;
                            data2_r <= data2_w;
                            data3_r <= min_w;
                            data4_r <= max_w;
                            data5_r <= data5_w;
                            data6_r <= data6_w;
                            data7_r <= data7_w;
                            data8_r <= data8_w;
                        end
                        3'd4: begin
                            data0_r <= data0_w;
                            data1_r <= data1_w;
                            data2_r <= data2_w;
                            data3_r <= data3_w;
                            data4_r <= min_w;
                            data5_r <= max_w;
                            data6_r <= data6_w;
                            data7_r <= data7_w;
                            data8_r <= data8_w;
                        end
                        3'd5: begin
                            data0_r <= data0_w;
                            data1_r <= data1_w;
                            data2_r <= data2_w;
                            data3_r <= data3_w;
                            data4_r <= data4_w;
                            data5_r <= min_w;
                            data6_r <= max_w;
                            data7_r <= data7_w;
                            data8_r <= data8_w;
                        end
                        3'd6: begin
                            data0_r <= data0_w;
                            data1_r <= data1_w;
                            data2_r <= data2_w;
                            data3_r <= data3_w;
                            data4_r <= data4_w;
                            data5_r <= data5_w;
                            data6_r <= min_w;
                            data7_r <= max_w;
                            data8_r <= data8_w;
                        end
                        3'd7: begin
                            data0_r <= data0_w;
                            data1_r <= data1_w;
                            data2_r <= data2_w;
                            data3_r <= data3_w;
                            data4_r <= data4_w;
                            data5_r <= data5_w;
                            data6_r <= data6_w;
                            data7_r <= min_w;
                            data8_r <= max_w;
                        end
                        default: begin
                            data0_r <= data0_w;
                            data1_r <= data1_w;
                            data2_r <= data2_w;
                            data3_r <= data3_w;
                            data4_r <= data4_w;
                            data5_r <= data5_w;
                            data6_r <= data6_w;
                            data7_r <= data7_w;
                            data8_r <= data8_w;
                        end
                    endcase
                end
                else begin
                    data0_r <= data0_w;
                    data1_r <= data1_w;
                    data2_r <= data2_w;
                    data3_r <= data3_w;
                    data4_r <= data4_w;
                    data5_r <= data5_w;
                    data6_r <= data6_w;
                    data7_r <= data7_w;
                    data8_r <= data8_w;
                end
            end
        end
    end
endmodule
module compare_two(
    input wire [8-1:0] a_i,
    input wire [8-1:0] b_i,
    output wire [8-1:0] max_o,
    output wire [8-1:0] min_o
);
    assign max_o = (a_i > b_i) ? a_i : b_i;
    assign min_o = (a_i < b_i) ? a_i : b_i;
endmodule
module counter_3_bit(
    input wire CLK,
    input wire RST,
    input wire increment_i,
    input wire clear_i,
    output wire [2:0] count_o
);
    reg [2:0] count_r;
    assign count_o = count_r;
    always @(posedge CLK or negedge RST) begin
        if (!RST) begin
            count_r <= 3'b000;
        end else begin
            if (clear_i) begin
                count_r <= 3'b000;
            end else begin
                if (increment_i) begin
                    count_r <= count_o + 3'b001;
                end
                else begin
                    count_r <= count_o;
                end
            end
        end
    end
endmodule
```
**/design/flow/run.sh**
```bash
#!/bin/bash
# OpenROAD 26Q1-2900-gdf79404cd8, Yosys 0.63+post, stock flow scripts
make -C /OpenROAD-flow-scripts/flow DESIGN_CONFIG=/design/flow/config.mk WORK_HOME=/design/flow/orfs finish
```
**/design/flow/config.mk**
```make
export PLATFORM = sky130hd
export DESIGN_NAME = bubble_sort_unit
export DESIGN_NICKNAME = bubble_sort_unit
export VERILOG_FILES = /design/flow/design.v
export SDC_FILE = /design/flow/constraint.sdc
export NUM_CORES = 4
export LEC_CHECK = 1
export CORE_UTILIZATION = 30
```
**/design/flow/constraint.sdc**
```tcl
current_design bubble_sort_unit

set clk_period 6.1
set clk_io_pct 0.2

create_clock -name clk0 -period $clk_period [get_ports {CLK}]

set non_clock_inputs [all_inputs -no_clocks]
set_input_delay [expr $clk_period * $clk_io_pct] -clock clk0 $non_clock_inputs
set_output_delay [expr $clk_period * $clk_io_pct] -clock clk0 [all_outputs]
```
==> qor.txt <==
Run status -> completed
Post-CTS Setup Repair Bufs -> 0
CTS max path bufs -> 2
Core Footprint -> 0.0219 mm^2
Worst Path Required -> 6.34 ns
Crit path max-delay cell type -> ha_2
Initial antenna violation count -> 0
WP depth -> 16
DR WL/cell -> 24.1 um
Post-Syn Area -> 0.00672 mm^2
Max_slew headroom -> 0.384
Fin util -> 0.395
Placed wire-length estimate -> 22100 um
Die Y -> 152 um
First-pass GRT wire length -> 43600 um
# rows -> 54
Routed WL -> 29700 um
Async SR Flop Fraction -> 1.00
H-tree Lvls -> 3
Syn Inst Count -> 835
Hold slack final -> 0.531 ns
Worst hold start -> state_r[1]
Crit Path Class -> flip-flop to flip-flop
Family with the most delay on the worst path -> AND-OR/OR-AND gates
RR Endpoint -> data4_r[4]
Clock root buffer -> clkbuf_16
GR Overflow Total -> 0
Final Non-Filler Cells -> 1234
Hold Path End -> state_r[1]
Most used flip-flop cell after synthesis -> dfrtp_1
Worst R2R Path Depth -> 16
Hold Buf Count CTS -> 0
Synth cell types -> 70
Clk latency late pin -> 0.36 ns
Floorplan-stage core utilization -> 0.307
Largest net degree at the start of global routing -> 74
CTS Buf Count -> 9
Crit path capture type -> flip-flop
CP peak stage delay -> 0.80 ns
Tmin final -> 5.11 ns
FILL cells -> 2227
Worst-Margin Slew -> 0.923 ns
Worst r2r src -> counter_j.count_r[0]
M2 GR Usage -> 0.382
RSZ-0062 raised after global routing -> false
Final Cycle Share -> 0.838
Register area share after synthesis -> 0.302
Clk sinks -> 81
Ports -> 148
Post-synth EDFFs -> 0
Post-Route Skew -> 0.0130 ns
Worst hold path depth -> 1
CP cell instances -> inv_1 -> ha_2 -> nor3_2 -> nand2b_1 -> a2111oi_0 -> o32a_2 -> inv_2 -> ha_1 -> nor2b_1 -> o211ai_1 -> a21oi_1 -> nor2_1 -> buf_4 -> mux2i_1 -> mux2_2 -> a22oi_1
Most frequent logic cell in the layout -> clkdlybuf4s50_1
Endpoints failing setup -> 0
Chip area -> 0.0230 mm^2
1st-iter DRT viols -> 725
Seq cells post-synth -> 81
Fmax -> 0.196 GHz
IO buf count -> 147
Layer with the highest usage -> met1
Critical Path Fanout Max -> 42
Mean Syn Cell Area -> 8.05 um^2
Via density -> 5.88
Max_cap viols -> 0
Fin. Hold Viols -> 0
DR vias -> 7257
DR DRC count -> 0
Synth Warn # -> 2
Clk pin slew, worst setup/hold paths -> 0.07 ns
Ys cells -> 835
Worst path bufs/invs -> 3
Most frequent logic cells in the routed design -> clkdlybuf4s50_1, nand2_1, dfrtp_1
Chip Area, Yosys -> 0.00672 mm^2
Log Warnings -> 29
Dpl cells -> 1218
Flop-to-flop setup slack -> 0.99 ns
GRT met1 Usage -> 0.407
Area Growth Syn to Fin -> 28.8%
Setup TNS Final -> 0 ns
Post_cts resized -> 0
Final Wtd Congestion -> 0.972
GRT Total Usage -> 0.265
Vias in the first global route -> 6938
N_diodes -> 0
Hold WC Path Type -> flip-flop to flip-flop
Met3 global-route usage -> 0.0721
Final Max Slew Viols -> 0
Routed Antenna Nets -> 0
Share of cells above drive strength 1 -> 0.0922
Die Wd -> 152 um
CP Launch Type -> flip-flop
Pre-antenna DRT Iters -> 5
CP arrival -> 5.35 ns
TritonCTS clock tree -> built
==> metal layers <==
metal | wire length [um] | vias to the layer above | share of wire
li1 | - | 3339 | -
met1 | 13300 | 3443 | 0.45
met2 | 12800 | 424 | 0.43
met3 | 3000 | 51 | 0.10
met4 | 541 | 0 | 0.018
met5 | 0 | - | 0
==> metrics by stage <==
step                      setup WS, ns  cell area, um^2
after floorplan                   2.00             6720
after global placement            1.11             8370
after detailed placement          1.12             8370
after CTS                         1.09             8660
after global routing             0.723             8660
final                            0.989             8660
==> Yosys cell counts (all sizes together), types with 2 or more instances <==
cell / count / area [um^2]
inv: 25 / 93.8
nor4: 2 / 12.5
buf: 37 / 219
or3: 15 / 93.8
mux2: 15 / 169
nor3: 39 / 205
a2111oi: 5 / 50.0
and3: 5 / 31.3
a2bb2oi: 7 / 67.6
o31ai: 10 / 88.8
o32a: 6 / 61.3
a31oi: 11 / 68.8
and3b: 2 / 17.5
a221oi: 14 / 141
o211a: 3 / 30.0
o2bb2ai: 2 / 17.5
o221ai: 4 / 35.0
a32oi: 2 / 17.5
or2: 3 / 18.8
a21oi: 80 / 404
clkbuf: 23 / 86.3
o32ai: 3 / 48.8
nand2: 110 / 413
nand4: 3 / 18.8
a21o: 9 / 67.6
a211oi: 23 / 173
nand3b: 10 / 75.1
dfrtp: 80 / 2000
a32o: 3 / 30.0
nor2b: 24 / 150
a22o: 13 / 114
and2: 8 / 50.1
a22oi: 9 / 67.6
o21ai: 66 / 330
mux2i: 28 / 349
ha: 16 / 200
nor2: 52 / 198
xor2: 4 / 35.0
a311o: 5 / 50.1
nand2b: 11 / 68.8
o22ai: 19 / 119
a21boi: 2 / 15.0
nand3: 9 / 45.0
nor3b: 7 / 52.6
==> worst max-delay path by stage <==
stage | to | slack, ns | start
4_1_cts | data4_r[4] | 1.09 | counter_j.count_r[0]
5_1_grt | data8_r[0] | 0.72 | counter_j.count_r[0]
6_report | data4_r[4] | 0.99 | counter_j.count_r[0]
==> cells by family after synthesis <==
group / Yosys count / synth area share
and+or+nand+nor: 301 / 0.217
muxes: 43 / 0.0771
xor gates and xnor gates: 4 / 0.00521
adders and majority gates: 16 / 0.0298
DFF: 81 / 0.302
buffers and inverters: 86 / 0.0599
AOI/OAI and AO/OA: 304 / 0.309
==> final cells by class <==
cell class	instances	area, um^2	share of cell area
inverter	26	97.6	0.0113
tap	280	350	0.0405
multi-input combinational	668	4300	0.497
sequential	81	2030	0.235
timing repair buffer	163	1590	0.184
clock inverter	6	47.5	0.00549
clock buffer	10	239	0.0276
